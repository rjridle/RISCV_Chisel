[design/flow/config.mk]
export PLATFORM = sky130hd
export DESIGN_NAME = multiplyadd
export DESIGN_NICKNAME = multiplyadd
export VERILOG_FILES = /design/flow/design.v
export SDC_FILE = /design/flow/constraint.sdc
export NUM_CORES = 4
export LEC_CHECK = 1
export CORE_UTILIZATION = 30
[design/flow/constraint.sdc]
current_design multiplyadd

set clk_period 7.7
set clk_io_pct 0.2

create_clock -name clk0 -period $clk_period [get_ports {clk}]

set non_clock_inputs [all_inputs -no_clocks]
set_input_delay [expr $clk_period * $clk_io_pct] -clock clk0 $non_clock_inputs
set_output_delay [expr $clk_period * $clk_io_pct] -clock clk0 [all_outputs]
[design/flow/design.v]
module rfa (sum, g, p, a, b, cin);
   output sum;
   output g;
   output p;
   input a;
   input b;
   input cin;
   xor x1(sum, a, b, cin);
   and a1(g, a, b);
   or  o1(p, a, b);
endmodule
module dffr_17 (q, d, clk, reset);
   output [16:0] q;
   input  [16:0] d;
   input  clk, reset;
   reg [16:0] q;
   always @ (posedge clk or negedge reset) 
      if (reset == 0)
         q <= 0; 
      else
         q <= d;
endmodule
module FA (Sum, Cout, A, B, Cin);
   input A;
   input B;
   input Cin;   
   output Sum;
   output Cout;
	wire	w1;
	wire	w2;
	wire	w3;
	wire	w4;
	xor	x1(w1, A, B);
	xor	x2(Sum, w1, Cin);
	nand    n1(w2, A, B);
	nand    n2(w3, A, Cin);
	nand	n3(w4, B, Cin);
	nand	n4(Cout, w2, w3, w4);
endmodule  
module MFA (Sum, Cout, A, B, Sin, Cin);
   input A;
   input B;
   input Sin;
   input Cin;   
   output Sum;
   output Cout;
	wire    w0;
	wire	w1;
	wire	w2;
	wire	w3;
	wire	w4;
	and     a1(w0, A, B);
	xor	x1(w1, w0, Sin);
	xor	x2(Sum, w1, Cin);
	nand    n1(w2, w0, Sin);
	nand    n2(w3, w0, Cin);
	nand	n3(w4, Sin, Cin);
	nand	n4(Cout, w2, w3, w4);
endmodule  
module NMFA (Sum, Cout, A, B, Sin, Cin);
   input A;
   input B;
   input Sin;
   input Cin;   
   output Sum;
   output Cout;
	wire  w0;
	wire	w1;
	wire	w2;
	wire	w3;
	wire	w4;
	nand    n0(w0, A, B);
	xor	x1(w1, w0, Sin);
	xor	x2(Sum, w1, Cin);
	nand    n1(w2, w0, Sin);
	nand    n2(w3, w0, Cin);
	nand	n3(w4, Sin, Cin);
	nand	n4(Cout, w2, w3, w4);
endmodule  
module MHA (Sum, Cout, A, B, Sin);
   input A;
   input B;
   input Sin;
   output Sum;
   output Cout;
	wire	w1;
	and	a0(w1, A, B);
	xor	x1(Sum, w1, Sin);
	and	a1(Cout, w1, Sin);
endmodule  
module cla16(sum, a, b);
   output [16:0] sum;
   input  [15:0] a,b;
   wire [14:0] carry;
   wire [15:0] g, p;
   wire [4:0] gout, pout;
   rfa rfa0(sum[0], g[0], p[0], a[0], b[0], 1'b0);
   rfa rfa1(sum[1], g[1], p[1], a[1], b[1], carry[0]);
   rfa rfa2(sum[2], g[2], p[2], a[2], b[2], carry[1]);
   rfa rfa3(sum[3], g[3], p[3], a[3], b[3], carry[2]);
   bclg4 bclg30(carry[2:0], gout[0], pout[0], g[3:0], p[3:0], 1'b0);
   rfa rfa4(sum[4], g[4], p[4], a[4], b[4], carry[3]);
   rfa rfa5(sum[5], g[5], p[5], a[5], b[5], carry[4]);
   rfa rfa6(sum[6], g[6], p[6], a[6], b[6], carry[5]);
   rfa rfa7(sum[7], g[7], p[7], a[7], b[7], carry[6]);
   bclg4 bclg74(carry[6:4], gout[1], pout[1], g[7:4], p[7:4], carry[3]);
   rfa rfa8(sum[8], g[8], p[8], a[8], b[8], carry[7]);
   rfa rfa9(sum[9], g[9], p[9], a[9], b[9], carry[8]);
   rfa rfa10(sum[10], g[10], p[10], a[10], b[10], carry[9]);
   rfa rfa11(sum[11], g[11], p[11], a[11], b[11], carry[10]);
   bclg4 bclg118(carry[10:8], gout[2], pout[2], g[11:8], p[11:8], carry[7]);
   rfa rfa12(sum[12], g[12], p[12], a[12], b[12], carry[11]);
   rfa rfa13(sum[13], g[13], p[13], a[13], b[13], carry[12]);
   rfa rfa14(sum[14], g[14], p[14], a[14], b[14], carry[13]);
   rfa rfa15(sum[15], g[15], p[15], a[15], b[15], carry[14]);
   bclg4 bclg1512(carry[14:12], gout[3], pout[3], g[15:12], p[15:12], carry[11]);
   bclg4 bclg_150({carry[11], carry[7], carry[3]}, gout[4], pout[4], {gout[3], gout[2], gout[1], gout[0]}, {pout[3], pout[2], pout[1], pout[0]}, 1'b0);
   assign sum[16] = gout[4]; 
endmodule
module bclg4 (cout, gout, pout, g, p, cin);
   output [2:0] cout;
   output gout;
   output pout;
   input [3:0] g;
   input [3:0] p;
   input cin;
   wire a1_out, a2_out, a3_out, a4_out, a5_out, a6_out;
   wire a7_out, a8_out, a9_out;
   and a1(a1_out, p[0], cin);
   or  o1(cout[0], g[0], a1_out);
   and a2(a2_out, p[1], g[0]);
   and a3(a3_out, p[1], p[0], cin);
   or  o2(cout[1], g[1], a2_out, a3_out);
   and a4(a4_out, p[2], g[1]);
   and a5(a5_out, p[2], p[1], g[0]);
   and a6(a6_out, p[2], p[1], p[0], cin);
   or  o3(cout[2], g[2], a4_out, a5_out, a6_out);
   and a7(a7_out, p[3], g[2]);
   and a8(a8_out, p[3], p[2], g[1]);
   and a9(a9_out, p[3], p[2], p[1], g[0]);
   or  o4(gout, g[3], a7_out, a8_out, a9_out);
   and a10(pout, p[0], p[1], p[2], p[3]);
endmodule
module multi (P, A, B);
   input [7:0] A;
   input [7:0] B;
   output [15:0] P;
	wire	wa10,wa20,wa30,wa40,wa50,wa60,wn70;
	wire	wmhc01,wmhc11,wmhc21,wmhc31,wmhc41,wmhc51,wmhc61;
	wire	wmhs11,wmhs21,wmhs31,wmhs41,wmhs51,wmhs61,wn71;
	wire	wmfc02,wmfc12,wmfc22,wmfc32,wmfc42,wmfc52,wmfc62;
	wire	wmfs12,wmfs22,wmfs32,wmfs42,wmfs52,wmfs62,wn72;
	wire	wmfc03,wmfc13,wmfc23,wmfc33,wmfc43,wmfc53,wmfc63;
	wire	wmfs13,wmfs23,wmfs33,wmfs43,wmfs53,wmfs63,wn73;
	wire	wmfc04,wmfc14,wmfc24,wmfc34,wmfc44,wmfc54,wmfc64;
	wire	wmfs14,wmfs24,wmfs34,wmfs44,wmfs54,wmfs64,wn74;
	wire	wmfc05,wmfc15,wmfc25,wmfc35,wmfc45,wmfc55,wmfc65;
	wire	wmfs15,wmfs25,wmfs35,wmfs45,wmfs55,wmfs65,wn75;
	wire	wmfc06,wmfc16,wmfc26,wmfc36,wmfc46,wmfc56,wmfc66;
	wire	wmfs16,wmfs26,wmfs36,wmfs46,wmfs56,wmfs66,wn76;
	wire	wnmfc07,wnmfc17,wnmfc27,wnmfc37,wnmfc47,wnmfc57,wnmfc67;
	wire	wnmfs17,wnmfs27,wnmfs37,wnmfs47,wnmfs57,wnmfs67,wa77;
	wire	wfac08,wfac18,wfac28,wfac38,wfac48,wfac58,wfac68;
	and	a00(P[0] , A[0], B[0]);
	and	a10(wa10 ,A[1], B[0]);
	and	a20(wa20 ,A[2], B[0]);
	and	a30(wa30 ,A[3], B[0]);
	and	a40(wa40 ,A[4], B[0]);
	and	a50(wa50 ,A[5], B[0]);
	and	a60(wa60 ,A[6], B[0]);
	nand	n70(wn70 ,A[7], B[0]);
	MHA     mha01(.Sum(P[1]), .Cout(wmhc01), .A(A[0]), .B(B[1]), .Sin(wa10));
	MHA     mha11(.Sum(wmhs11), .Cout(wmhc11), .A(A[1]), .B(B[1]), .Sin(wa20));
	MHA     mha21(.Sum(wmhs21), .Cout(wmhc21), .A(A[2]), .B(B[1]), .Sin(wa30));
	MHA     mha31(.Sum(wmhs31), .Cout(wmhc31), .A(A[3]), .B(B[1]), .Sin(wa40));
	MHA     mha41(.Sum(wmhs41), .Cout(wmhc41), .A(A[4]), .B(B[1]), .Sin(wa50));
	MHA     mha51(.Sum(wmhs51), .Cout(wmhc51), .A(A[5]), .B(B[1]), .Sin(wa60));
	MHA     mha61(.Sum(wmhs61), .Cout(wmhc61), .A(A[6]), .B(B[1]), .Sin(wn70));
	nand	n71(wn71, A[7], B[1]);
	MFA 	mfa02(.Sum(P[2]), .Cout(wmfc02), .A(A[0]), .B(B[2]), .Sin(wmhs11), .Cin(wmhc01));
	MFA 	mfa12(.Sum(wmfs12), .Cout(wmfc12), .A(A[1]), .B(B[2]), .Sin(wmhs21), .Cin(wmhc11));
	MFA 	mfa22(.Sum(wmfs22), .Cout(wmfc22), .A(A[2]), .B(B[2]), .Sin(wmhs31), .Cin(wmhc21));
	MFA 	mfa32(.Sum(wmfs32), .Cout(wmfc32), .A(A[3]), .B(B[2]), .Sin(wmhs41), .Cin(wmhc31));
	MFA 	mfa42(.Sum(wmfs42), .Cout(wmfc42), .A(A[4]), .B(B[2]), .Sin(wmhs51), .Cin(wmhc41));
	MFA 	mfa52(.Sum(wmfs52), .Cout(wmfc52), .A(A[5]), .B(B[2]), .Sin(wmhs61), .Cin(wmhc51));
	MFA 	mfa62(.Sum(wmfs62), .Cout(wmfc62), .A(A[6]), .B(B[2]), .Sin(wn71), .Cin(wmhc61));
	nand	n72(wn72, A[7], B[2]);
	MFA 	mfa03(.Sum(P[3]), .Cout(wmfc03), .A(A[0]), .B(B[3]), .Sin(wmfs12), .Cin(wmfc02));
	MFA 	mfa13(.Sum(wmfs13), .Cout(wmfc13), .A(A[1]), .B(B[3]), .Sin(wmfs22), .Cin(wmfc12));
	MFA 	mfa23(.Sum(wmfs23), .Cout(wmfc23), .A(A[2]), .B(B[3]), .Sin(wmfs32), .Cin(wmfc22));
	MFA 	mfa33(.Sum(wmfs33), .Cout(wmfc33), .A(A[3]), .B(B[3]), .Sin(wmfs42), .Cin(wmfc32));
	MFA 	mfa43(.Sum(wmfs43), .Cout(wmfc43), .A(A[4]), .B(B[3]), .Sin(wmfs52), .Cin(wmfc42));
	MFA 	mfa53(.Sum(wmfs53), .Cout(wmfc53), .A(A[5]), .B(B[3]), .Sin(wmfs62), .Cin(wmfc52));
	MFA 	mfa63(.Sum(wmfs63), .Cout(wmfc63), .A(A[6]), .B(B[3]), .Sin(wn72), .Cin(wmfc62));
	nand	n73(wn73, A[7], B[3]);
	MFA 	mfa04(.Sum(P[4]), .Cout(wmfc04), .A(A[0]), .B(B[4]), .Sin(wmfs13), .Cin(wmfc03));
	MFA 	mfa14(.Sum(wmfs14), .Cout(wmfc14), .A(A[1]), .B(B[4]), .Sin(wmfs23), .Cin(wmfc13));
	MFA 	mfa24(.Sum(wmfs24), .Cout(wmfc24), .A(A[2]), .B(B[4]), .Sin(wmfs33), .Cin(wmfc23));
	MFA 	mfa34(.Sum(wmfs34), .Cout(wmfc34), .A(A[3]), .B(B[4]), .Sin(wmfs43), .Cin(wmfc33));
	MFA 	mfa44(.Sum(wmfs44), .Cout(wmfc44), .A(A[4]), .B(B[4]), .Sin(wmfs53), .Cin(wmfc43));
	MFA 	mfa54(.Sum(wmfs54), .Cout(wmfc54), .A(A[5]), .B(B[4]), .Sin(wmfs63), .Cin(wmfc53));
	MFA 	mfa64(.Sum(wmfs64), .Cout(wmfc64), .A(A[6]), .B(B[4]), .Sin(wn73), .Cin(wmfc63));
	nand	n74(wn74, A[7], B[4]);
	MFA 	mfa05(.Sum(P[5]), .Cout(wmfc05), .A(A[0]), .B(B[5]), .Sin(wmfs14), .Cin(wmfc04));
	MFA 	mfa15(.Sum(wmfs15), .Cout(wmfc15), .A(A[1]), .B(B[5]), .Sin(wmfs24), .Cin(wmfc14));
	MFA 	mfa25(.Sum(wmfs25), .Cout(wmfc25), .A(A[2]), .B(B[5]), .Sin(wmfs34), .Cin(wmfc24));
	MFA 	mfa35(.Sum(wmfs35), .Cout(wmfc35), .A(A[3]), .B(B[5]), .Sin(wmfs44), .Cin(wmfc34));
	MFA 	mfa45(.Sum(wmfs45), .Cout(wmfc45), .A(A[4]), .B(B[5]), .Sin(wmfs54), .Cin(wmfc44));
	MFA 	mfa55(.Sum(wmfs55), .Cout(wmfc55), .A(A[5]), .B(B[5]), .Sin(wmfs64), .Cin(wmfc54));
	MFA 	mfa65(.Sum(wmfs65), .Cout(wmfc65), .A(A[6]), .B(B[5]), .Sin(wn74), .Cin(wmfc64));
	nand	n75(wn75, A[7], B[5]);
	MFA 	mfa06(.Sum(P[6]), .Cout(wmfc06), .A(A[0]), .B(B[6]), .Sin(wmfs15), .Cin(wmfc05));
	MFA 	mfa16(.Sum(wmfs16), .Cout(wmfc16), .A(A[1]), .B(B[6]), .Sin(wmfs25), .Cin(wmfc15));
	MFA 	mfa26(.Sum(wmfs26), .Cout(wmfc26), .A(A[2]), .B(B[6]), .Sin(wmfs35), .Cin(wmfc25));
	MFA 	mfa36(.Sum(wmfs36), .Cout(wmfc36), .A(A[3]), .B(B[6]), .Sin(wmfs45), .Cin(wmfc35));
	MFA 	mfa46(.Sum(wmfs46), .Cout(wmfc46), .A(A[4]), .B(B[6]), .Sin(wmfs55), .Cin(wmfc45));
	MFA 	mfa56(.Sum(wmfs56), .Cout(wmfc56), .A(A[5]), .B(B[6]), .Sin(wmfs65), .Cin(wmfc55));
	MFA 	mfa66(.Sum(wmfs66), .Cout(wmfc66), .A(A[6]), .B(B[6]), .Sin(wn75), .Cin(wmfc65));
	nand	n76(wn76, A[7], B[6]);
	NMFA 	nmfa07(.Sum(P[7]), .Cout(wnmfc07), .A(A[0]), .B(B[7]), .Sin(wmfs16), .Cin(wmfc06));
	NMFA 	nmfa17(.Sum(wnmfs17), .Cout(wnmfc17), .A(A[1]), .B(B[7]), .Sin(wmfs26), .Cin(wmfc16));
	NMFA 	nmfa27(.Sum(wnmfs27), .Cout(wnmfc27), .A(A[2]), .B(B[7]), .Sin(wmfs36), .Cin(wmfc26));
	NMFA 	nmfa37(.Sum(wnmfs37), .Cout(wnmfc37), .A(A[3]), .B(B[7]), .Sin(wmfs46), .Cin(wmfc36));
	NMFA 	nmfa47(.Sum(wnmfs47), .Cout(wnmfc47), .A(A[4]), .B(B[7]), .Sin(wmfs56), .Cin(wmfc46));
	NMFA 	nmfa57(.Sum(wnmfs57), .Cout(wnmfc57), .A(A[5]), .B(B[7]), .Sin(wmfs66), .Cin(wmfc56));
	NMFA 	nmfa67(.Sum(wnmfs67), .Cout(wnmfc67), .A(A[6]), .B(B[7]), .Sin(wn76), .Cin(wmfc66));
	and	a77(wa77, A[7], B[7]);
	FA 	fa08(.Sum(P[8]), .Cout(wfac08), .A(wnmfc07), .B(wnmfs17), .Cin(1'b1));
	FA 	fa18(.Sum(P[9]), .Cout(wfac18), .A(wnmfc17), .B(wnmfs27), .Cin(wfac08));
	FA 	fa28(.Sum(P[10]), .Cout(wfac28), .A(wnmfc27), .B(wnmfs37), .Cin(wfac18));
	FA 	fa38(.Sum(P[11]), .Cout(wfac38), .A(wnmfc37), .B(wnmfs47), .Cin(wfac28));
	FA 	fa48(.Sum(P[12]), .Cout(wfac48), .A(wnmfc47), .B(wnmfs57), .Cin(wfac38));
	FA 	fa58(.Sum(P[13]), .Cout(wfac58), .A(wnmfc57), .B(wnmfs67), .Cin(wfac48));
	FA 	fa68(.Sum(P[14]), .Cout(wfac68), .A(wnmfc67), .B(wa77), .Cin(wfac58));
	not	inv1(P[15], wfac68);
endmodule  
module multiplyadd(result, a, b, reset, clk);
   output [16:0] result;
   input  [7:0] a;
   input  [7:0] b;
   input  reset;
   input  clk;
   wire [15:0] multiplication;
   wire [16:0] sum;
   multi multi_module(multiplication, a, b);
   cla16 cla16_module(sum, multiplication, result[15:0]);
   dffr_17 accu_output(result, sum, clk, reset);
endmodule
[design/flow/run.sh]
#!/bin/bash
# OpenROAD 26Q1-2900-gdf79404cd8, Yosys 0.63+post, stock flow scripts
make -C /OpenROAD-flow-scripts/flow DESIGN_CONFIG=/design/flow/config.mk WORK_HOME=/design/flow/orfs finish
==> flow_summary.yaml <==
# physical design summary
global_route:
  grt_max_degree: 18
  grt_pass1_wl_um: 9604
  grt_pass1_vias: 2242
  gr-total-overflow: 0
  antenna_found_initial: 0
  grt_usage: 0.1069
hold_path:
  hp-class: "reg2reg"
  hold_end: "accu_output.q[0]"
  holdCritStartpoint: "accu_output.q[0]"
  hold_path_depth: 1
final_layout:
  final_cells: 520
  top_register: "accu_output.q"
  layout_top_cells: "inv_1, and2_1, ha_1, fa_1, clkdlybuf4s50_1"
  utilization: 0.3804
  reg_top3: "accu_output.q (17)"
  n_fill_cell: 1020
  final_common_cell: "inv_1"
  largest_register_ffs: 17
  areaGrowthSynthToFinish_pct: 22.86
  layout-drive-gt1-share: 0.2031
detailed_routing:
  vias: 2136
  ant_nets: 0
  routed_via_density: 4.108
  drtIter0Drc: 27
  antenna_cells: 0
  drc: 0
  drt_wl_total_um: 4985
  first_pass_iters: 4
  post_drt_wl_per_cell_um: 9.587
floorplan:
  die_area_um2: 11070
  fp-utilization: 0.3097
  fp.dieH_um: 105.2
  row_count: 37
  die_width_um: 105.2
  io_pins: 35
  core-area_um2: 10320
final_timing:
  period_needed_ns: 7.971
  finalHoldViolCount: 0
  final.setup.tns_ns: -0.7760
  finalClockSkew_ns: 0.005056
  setup_viol: 3
  rsz0062_at_grt: "true"
  fin_hold_ws_ns: 0.5018
  final.setup.worst_slack_ns: -0.2709
  max_freq_mhz: 125.5
  drv_slew: 0
  worst_pin_slew_ns: 0.4094
  slew_headroom: 0.7248
  finalClockPeriodUsage: 1.035
worst_setup_path:
  reg2reg_to: "accu_output.q[12]"
  crit_required_ns: 7.88
  critPathLaunchType: "primary input"
  cp_slowest_cell: "fa_1"
  slowest_delay_ns: 0.61
  rr_startpoint: "accu_output.q[1]"
  reg2reg_depth: 9
  critPathMostFrequentCell: "fa_2"
  path_buffers: 7
  crit_fanout: 4
  crit_type: "in2reg"
  cp.arrival_ns: 8.15
  reg2reg_slack_ns: 5.39
  critPathTopFamily: "adder cells"
  endpoint_kind: "flip-flop"
synthesis:
  yosysWarnings: 1
  synth_seq_share: 0.1331
  xor_area_frac: 0.02740
  muxShareOfSynthArea: 0.003131
  synth_cell_types: 29
  aoi_share: 0.05166
  ys.flops: 17
  syn_area_per_cell_um2: 9.402
  synthTopLogicFamily: "adder cells"
  synth_chip_area_um2: 3197
  ys_sh_adder: 0.4783
  synth_area_um2: 3197
  syn_inst: 340
  yosys.area_share.simple: 0.1620
  ys_cells: 340
clock_network:
  path_clk_slew_ns: 0.08
  insertion_delay_ns: 0.26
  cts-buffers-inserted: 3
  htreeDepth: 1
  cts_tree: "yes"
  cts.sinks: 17
  root_buffer: "clkbuf_8"
  cts_buffer_depth: 2
placed_design:
  port_buffers: 34
  placed_cells: 514
  dp_slack_ns: -1.063
  gp_congestion: 0.7880
  place_hpwl_um: 4546
status:
  status: "finished with violations"
  violations: "setup timing"
flow_run:
  warnings: 47
  max-cap-violations: 0
worst max path at each step:
stage,start,end,slack (ns),cells past startpoint
finish,b[1],accu_output.q[15],-0.27,26
CTS,b[1],accu_output.q[15],-0.42,26
global route,b[1],accu_output.q[15],-0.48,26
cell families after synthesis:
logic type               count (synthesis)
AND-OR/OR-AND                           22
XOR/XNOR                                10
flip-flops                              17
adder cells (fa/ha/maj)                 91
buffers and inverters                  107
AND/OR/NAND/NOR                         92
multiplexers                             1
worst reg2reg max path: cells and delay by family, from the launching register on:
family                   cells  cell delay (ns)
AND-OR/OR-AND                2             0.39
adder cells (fa/ha/maj)      2             0.69
buffers and inverters        2             0.09
flip-flops                   1             0.42
AND/OR/NAND/NOR              3             0.60
what timing repair did:
action	4_1_cts	5_1_grt
pin swaps	31	18
resized	44	11
endpoints found under the setup margin	5	5
buffers inserted	2	0
hold buffers	0	0
cells in the mapped netlist:
library cell  instances  area share
inv_1                89        0.10
and2_1               53        0.10
fa_1                 52        0.33
ha_1                 39        0.15
dfrtp_1              17        0.13
buf_4                16       0.038
nand2_1              15       0.018
nor2_1               11       0.013
a21oi_1               8       0.013
xnor2_1               6       0.016
o21ai_0               5      0.0078
nor2b_1               4      0.0078
xor2_1                4       0.011
nor3_1                3      0.0047
a21o_1                2      0.0047
a21oi_2               2      0.0055
nand2b_1              2      0.0039
a2111oi_4             1      0.0086
a41oi_2               1      0.0051
and4b_1               1      0.0031
clkbuf_1              1      0.0012
inv_2                 1      0.0012
mux2i_1               1      0.0031
nand4_1               1      0.0020
nor4_2                1      0.0039
o21bai_1              1      0.0023
o221ai_1              1      0.0027
o31ai_1               1      0.0023
or2b_1                1      0.0023
layer usage:
metal	routed length [µm]	share of wire	vias to the layer above	global-route usage
li1	-	-	1069	-
met5	0	0	-	0
met1	2437	0.49	1030	0.1579
met2	2329	0.47	33	0.1814
met4	42	0.0084	0	0.007042
met3	176	0.035	4	0.01325
per-stage QoR:
step           cell area [µm²]
3_5_place_dp              3805
4_1_cts                   3910
5_1_grt                   3928
2_1_floorplan             3262
3_3_place_gp              3805
6_report                  3928
area by class of cell:
cell class,count,area (µm²),share of cell area
inverter,90,337.8,0.08601
timing repair buffer,57,508.0,0.1293
multi-input combinational,216,2440,0.6212
sequential,17,425.4,0.1083
tap,136,170.2,0.04333
clock inverter,1,5.005,0.001274
clock buffer,3,41.29,0.01051
