--- ./config.mk ---
export PLATFORM = sky130hd
export DESIGN_NAME = fpmult
export DESIGN_NICKNAME = fpmult
export VERILOG_FILES = /design/flow/design.v
export SDC_FILE = /design/flow/constraint.sdc
export NUM_CORES = 4
export LEC_CHECK = 1
export CORE_UTILIZATION = 40
--- ./constraint.sdc ---
current_design fpmult

set clk_period 33.0
set clk_io_pct 0.2

create_clock -name clk0 -period $clk_period

set non_clock_inputs [all_inputs -no_clocks]
set_input_delay [expr $clk_period * $clk_io_pct] -clock clk0 $non_clock_inputs
set_output_delay [expr $clk_period * $clk_io_pct] -clock clk0 [all_outputs]
--- ./design.v ---
module fpmult (input logic [31:0] a, b,
	       output logic [31:0] m);
   logic [7:0] 			  expa, expb, exp;
   logic [23:0] 		  manta, mantb;
   logic [22:0] 		  fract;
   logic [47:0] 		  result;
   assign {expa, manta} = {a[30:23], 1'b1, a[22:0]};
   assign {expb, mantb} = {b[30:23], 1'b1, b[22:0]};
   assign m = {1'b0, exp, fract};
   assign result = manta * mantb;
   assign fract = result[47] ?
		  result[46:24] :
		  result[45:23];
   assign exp = result[47] ?
		(expa + expb - 126) :
		(expa + expb - 127);
endmodule  
--- ./run.sh ---
#!/bin/bash
# OpenROAD 26Q1-2900-gdf79404cd8, Yosys 0.63+post, stock flow scripts
make -C /OpenROAD-flow-scripts/flow DESIGN_CONFIG=/design/flow/config.mk WORK_HOME=/design/flow/orfs finish
==> results.txt <==
met3 usage -> 9.52%
final global-route overflow total -> 0
netlist area before placement -> 19200 um^2
post-layout min period -> 22.02 ns
final routed DRC violation total -> 0
die width -> 221 um
average size of a mapped cell -> 8.64 um^2
launching element of the worst setup path -> b[8]
average wire length per cell after detail routing -> 17.0 um
share of post-route cells with drive strength above 1 -> 3.01%
count of tool warnings -> 35
nature of the critical path endpoint -> output port
ratio of final minimum period to clock period -> 66.7%
final weighted congestion in routability-driven placement -> 1.01
layout overhead on the synthesized area -> 8.64%
Top Usage Layer GRT -> met2
initial antenna violation count -> 0
Ys Warns -> 0
GR Util met1 -> 30.1%
hold buffers post-CTS -> 0
fmax -> 45.4 MHz
Core Util, Final -> 44.4%
count of antenna-violating nets left after detailed routing -> 0
top cells, area -> fa_1, inv_1, ha_1, and2_1, nand2_1
total die area -> 48800 um^2
number of cells in Yosys stat -> 2219
unrepaired setup endpoints after global routing -> no
area figure in the yosys stat output -> 19200 um^2
Vert. Die Dim -> 221 um
aggregate routed wire length -> 48.8 mm
worst hold path startpoint -> a[30]
top area contributor share -> 50.3%
worst-case vdd ir drop -> 0.364 mV
kind of critical path -> in2out
number of cell rows -> 79
vias after detailed routing -> 14300
Hold Vio Cnt, Final -> 0
met2 demand-to-capacity share in global routing -> 35.9%
actual slew at the worst max-slew pin -> 0.773 ns
net switching component of the power -> 0.00296 W
# fillers -> 4506
pre-CTS WS -> 10.96 ns
count of final setup violators -> 0
Cell Type Count -> 46
CP most frequent cell -> fa_1
critical path startpoint category -> input port
CP max-delay cell -> nor3_1
maximum fanout along the worst path -> 16
half-perimeter wire length after detailed placement -> 38.8 mm
1st-iter DRT viols -> 495
footprint of the flip-flops and latches -> 0 um^2
data required time of the critical path -> 26.40 ns
maximum number of pins on one net before global-route repair -> 26
count of boundary I/O pins -> 96
Post-CTS Setup Repair Bufs -> 0
number of pins exceeding their max-slew limit in the final report -> 0
sw frac -> 53.7%
via count of the first global-routing pass -> 15300
data arrival time of the critical path -> 15.42 ns
final setup slack of the worst path -> 10.98 ns
power density cells -> 265 nW/um^2
total of cells resized after clock tree synthesis -> 0
type of the worst min-delay path -> in2out
number of vias per cell after detailed routing -> 4.98
floorplan utilization -> 40.8%
final-layout clock buffer total -> 0
Post-Syn Instances -> 2219
Setup Total Neg Slack -> 0 ns
outcome -> complete, no violations
number of sequential cells -> 0
global-route wire length before repair -> 81.1 mm
library cell occupying the most area in the post-synthesis netlist -> fa_1
delay of the slowest cell on the worst path -> 0.59 ns
post-layout power -> 0.00552 W
Core ar. -> 47000 um^2
leakage power of the design -> 10.8 nW
P_int -> 0.00256 W
drt first pass iters -> 5
total of max-cap violations -> 0
headroom to the max-slew limit -> 47.7%
Buffers on Ports -> 93
global-route usage over all layers -> 22.5%
portion of the post-synthesis area used by sequential elements -> 0%
[cell usage in the layout, fill, tap and decap left out, types with 3 or more instances in the layout]
cell	n
a211oi_1	4
a21o_1	26
a21oi_1	49
a31oi_1	5
and2_1	238
buf_4	48
clkdlybuf4s50_1	93
fa_1	482
ha_1	178
inv_1	595
mux2_2	15
nand2_1	307
nand3_1	6
nand4_1	17
nor2_1	63
nor2b_1	3
nor3_1	8
o21a_1	3
o21ai_0	31
o21bai_1	9
o221ai_1	3
o31ai_1	3
xnor2_1	30
xor2_1	14
[layer usage]
layer / vias up / share of wire (%)
met1: 7152 / 39
met5: - / 0.13
met3: 59 / 11
li1: 6490 / -
met4: 2 / 2.1
met2: 551 / 49
[power by group through the flow]
| stage | Combinational, W | Sequential (W) | Clock, W |
|---|---|---|---|
| after CTS | 0.00555 | 0 | 0 |
| after global routing | 0.00618 | 0 | 0 |
[critical path: cells and delay by family]
family                     cells  cell delay, ns
AOI/OAI and AO/OA              6            1.03
adders and majority gates      8            3.77
buffers and inverters         11            2.30
xor gates and xnor gates       2            0.66
and+or+nand+nor                3            1.01
[cell families after synthesis]
logic type               share of synthesized area (%)
AND-OR/OR-AND                                     4.80
adder cells (fa/ha/maj)                           62.0
other                                           0.0196
AND/OR/NAND/NOR                                   16.4
multiplexers                                     0.986
XOR/XNOR                                          2.10
buffers and inverters                             13.8
[metrics by stage]
step | std cells | hold slack, ns | instance area [um^2]
after floorplan | 2219 | 13.46 | 19200
after global placement | 2863 | 14.41 | 20800
after detailed placement | 2863 | 14.41 | 20800
after CTS | 2863 | 14.41 | 20800
after global routing | 2863 | 14.47 | 20800
final | 2865 | 14.40 | 20800
[Yosys cell counts (all sizes together), types with 3 or more instances]
| library cell | count |
|---|---|
| clkbuf | 98 |
| nand2 | 307 |
| o21bai | 9 |
| nor3 | 8 |
| a211oi | 5 |
| o221ai | 3 |
| o21ai | 31 |
| a21o | 26 |
| buf | 6 |
| mux2 | 15 |
| nor2 | 63 |
| inv | 595 |
| ha | 178 |
| nand4 | 17 |
| a31oi | 5 |
| xor2 | 14 |
| fa | 482 |
| and2 | 238 |
| xnor2 | 31 |
| o31ai | 4 |
| nand3 | 6 |
| nor2b | 3 |
| a21oi | 49 |
| o21a | 3 |
[final timing paths]
kind                  endpoint  slack [ns]  depth (start not counted)
worst min-delay path     m[30]       14.40                          5
worst max-delay path     m[28]       10.98                         30
[final cells by class]
| type | instances | area [um^2] | area share [%] |
|---|---|---|---|
| diodes | 2 | 5.00 | 0.0240 |
| repair buffers | 141 | 1290 | 6.20 |
| multi-input cells | 1518 | 16500 | 79.4 |
| well taps | 607 | 759 | 3.65 |
| inverters | 597 | 2240 | 10.8 |
Power and IR drop assume default switching activity.
