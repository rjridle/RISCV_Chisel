==> flow/design.v <==
module addmant (input logic alessb,
		input logic [23:0] manta, mantb, shmant,
		input logic [7:0] exp_pre,
		output logic [22:0] fract,
		output logic [7:0] exponent);
   logic [24:0] 		  addresult;
   logic [23:0] 		  addval;
   assign addval = alessb ? mantb : manta;
   assign addresult = shmant + addval;
   assign fract = addresult[24] ?
		  addresult[23:1] :
		  addresult[22:0];
   assign exponent = addresult[24] ? (exp_pre + 1) :
		     exp_pre;
endmodule  
module expcomp (input logic [7:0] expa, expb,
		output logic alessb,
		output logic [7:0] exponent, shamt);
   logic [7:0] 			  aminusb, bminusa;
   assign aminusb = expa - expb;
   assign bminusa = expb - expa;
   assign alessb = aminusb[7];
   assign exponent = alessb ? expb : expa;
   assign shamt = alessb ? bminusa : aminusb;
endmodule  
module fpadd (input logic [31:0] a, b,
	      output logic [31:0] s);
   logic [7:0] 			 expa, expb, exp_pre, exponent, shamt;
   logic 			 alessb;
   logic [23:0] 		 manta, mantb, shmant;
   logic [22:0] 		 fract;
   assign {expa, manta} = {a[30:23], 1'b1, a[22:0]};
   assign {expb, mantb} = {b[30:23], 1'b1, b[22:0]};
   assign s = {1'b0, exponent, fract};
   expcomp expcomp1 (expa, expb, alessb, exp_pre,
		     shamt);
   shiftmant shiftmant1 (alessb, manta, mantb,
			 shamt, shmant);
   addmant addmant1 (alessb, manta, mantb,
		     shmant, exp_pre, fract, exponent);
endmodule  
module shiftmant (input logic alessb,
		  input logic [23:0] manta, mantb,
		  input logic [7:0] shamt,
		  output logic [23:0] shmant);
   logic [23:0] 		      shiftedval;
   logic 			      ovf;   
   assign shiftedval = alessb ?
		       (manta >> shamt) : (mantb >> shamt);
   assign ovf = (shamt[7] | shamt[6] | shamt[5] |
		 (shamt[4] & shamt[3]));
   assign shmant = ovf ? 24'h0 : shiftedval;
endmodule  
==> flow/run.sh <==
#!/bin/bash
# OpenROAD 26Q1-2900-gdf79404cd8, Yosys 0.63+post, stock flow scripts
make -C /OpenROAD-flow-scripts/flow DESIGN_CONFIG=/design/flow/config.mk WORK_HOME=/design/flow/orfs finish
==> flow/config.mk <==
export PLATFORM = sky130hd
export DESIGN_NAME = fpadd
export DESIGN_NICKNAME = fpadd
export VERILOG_FILES = /design/flow/design.v
export SDC_FILE = /design/flow/constraint.sdc
export NUM_CORES = 4
export LEC_CHECK = 1
export CORE_UTILIZATION = 30
==> flow/constraint.sdc <==
current_design fpadd

set clk_period 46.4
set clk_io_pct 0.2

create_clock -name clk0 -period $clk_period

set non_clock_inputs [all_inputs -no_clocks]
set_input_delay [expr $clk_period * $clk_io_pct] -clock clk0 $non_clock_inputs
set_output_delay [expr $clk_period * $clk_io_pct] -clock clk0 [all_outputs]
==> node_exporter_impl.prom <==
# HELP chip_impl_metric Implementation results
# TYPE chip_impl_metric gauge
chip_impl_metric{name="max-slew-margin-rel",unit=""} 0.500
chip_impl_metric{name="grt_util_all_layers",unit=""} 0.214
chip_impl_metric{name="register_area",unit="um^2"} 0
chip_impl_metric{name="drtIter0Drc",unit=""} 413
chip_impl_metric{name="max_clock_freq",unit="GHz"} 0.0382
chip_impl_metric{name="post_synth_instance_area",unit="mm^2"} 0.00429
chip_impl_info{name="worstHoldPathType",value="input pin to output pin"} 1
chip_impl_metric{name="drive_above_1_share",unit=""} 0.0481
chip_impl_info{name="final_common_cell",value="sky130_fd_sc_hd__nand2_1"} 1
chip_impl_metric{name="fp-utilization",unit=""} 0.308
chip_impl_metric{name="vdd_ir_drop_max",unit="V"} 0.00000728
chip_impl_metric{name="placeableCoreArea",unit="mm^2"} 0.0139
chip_impl_metric{name="gr-total-overflow",unit=""} 0
chip_impl_metric{name="die_height",unit="um"} 122
chip_impl_metric{name="p_leak",unit="nW"} 2.28
chip_impl_metric{name="fa_ha_area_frac",unit=""} 0.125
chip_impl_metric{name="ys_warn_count",unit=""} 0
chip_impl_metric{name="grt_antenna_before_repair",unit=""} 0
chip_impl_metric{name="worst_pin_slew",unit="ns"} 0.749
chip_impl_metric{name="hold_path_depth",unit=""} 4
chip_impl_metric{name="worstPathMaxFanout",unit=""} 34
chip_impl_metric{name="finalWirelength",unit="mm"} 15.6
chip_impl_metric{name="drt-pass1-iter-count",unit=""} 5
chip_impl_metric{name="postSynthSeqShare",unit=""} 0
chip_impl_metric{name="path_depth",unit=""} 25
chip_impl_info{name="critical-path-top-delay-family",value="AND-OR/OR-AND gates"} 1
chip_impl_metric{name="via_per_inst",unit=""} 5.62
chip_impl_info{name="timing.setup.critical_path_class",value="input pin to output pin"} 1
chip_impl_info{name="cp-start-kind",value="input pin"} 1
chip_impl_metric{name="globalRouteMet1Util",unit=""} 0.338
chip_impl_metric{name="avgSynthCellArea",unit="um^2"} 6.26
chip_impl_metric{name="ys_sh_aoi",unit=""} 0.328
chip_impl_metric{name="combinationalPowerShare",unit=""} 1.000
chip_impl_info{name="ys_top_logic_family",value="simple AND/OR/NAND/NOR gates"} 1
chip_impl_metric{name="switching_power",unit="mW"} 0.0697
chip_impl_metric{name="cts_resized",unit=""} 0
chip_impl_metric{name="io_buffer_count",unit=""} 93
chip_impl_metric{name="simple_gate_area_frac",unit=""} 0.370
chip_impl_info{name="crit_path_end",value="s[27]"} 1
chip_impl_metric{name="timing.final.hold_violations",unit=""} 0
chip_impl_metric{name="yosysChipArea",unit="mm^2"} 0.00429
chip_impl_metric{name="power.switching_fraction",unit=""} 0.570
chip_impl_metric{name="insertedDiodeCount",unit=""} 0
chip_impl_metric{name="use_met3",unit=""} 0.0105
chip_impl_metric{name="synth.lib_cells_used.distinct",unit=""} 73
chip_impl_metric{name="seqPwrFrac",unit=""} 0
chip_impl_metric{name="min_period_over_period",unit=""} 0.564
chip_impl_metric{name="die.size.x",unit="um"} 122
chip_impl_info{name="worst_path_max_delay_cell",value="sky130_fd_sc_hd__clkdlybuf4s50_1"} 1
chip_impl_metric{name="n_fill_cell",unit=""} 1475
chip_impl_metric{name="finalSetupTns",unit="ns"} 0
chip_impl_info{name="status",value="completed"} 1
chip_impl_info{name="globalRoute.busiestLayer",value="met1"} 1
chip_impl_metric{name="cp_num_buf_inv",unit=""} 4
chip_impl_metric{name="synthToLayoutAreaGrowth",unit="%"} 24.6
chip_impl_metric{name="clock_power_share",unit=""} 0
chip_impl_metric{name="place_hpwl",unit="mm"} 12.4
chip_impl_metric{name="finalSetupViolations",unit=""} 0
chip_impl_metric{name="post-cts-setup-buffers",unit=""} 0
chip_impl_metric{name="ant_nets",unit=""} 0
chip_impl_info{name="rsz_0062_raised_after_global_routing",value="false"} 1
chip_impl_metric{name="power.density",unit="mW/mm^2"} 22.9
chip_impl_metric{name="design.portCount",unit=""} 96
chip_impl_metric{name="die-area",unit="mm^2"} 0.0148
chip_impl_metric{name="fp-row-count",unit=""} 43
chip_impl_metric{name="grt_pass1_vias",unit=""} 4643
chip_impl_metric{name="worst-endpoint-arrival",unit="ns"} 16.91
chip_impl_metric{name="syn_inst",unit=""} 685
chip_impl_metric{name="post_cts_hold_buffer_count",unit=""} 0
chip_impl_metric{name="critical-path-max-stage-delay",unit="ns"} 0.51
chip_impl_metric{name="power.internal",unit="mW"} 0.0525
chip_impl_info{name="most-common-layout-cells",value="sky130_fd_sc_hd__nand2_1 (110), sky130_fd_sc_hd__nand3_1 (97), sky130_fd_sc_hd__clkdlybuf4s50_1 (93), sky130_fd_sc_hd__a21oi_1 (49), sky130_fd_sc_hd__o21ai_0 (46)"} 1
chip_impl_metric{name="yosys-mux-area-fraction",unit=""} 0.0558
chip_impl_info{name="critical_path.startpoint",value="a[27]"} 1
chip_impl_metric{name="finalWeightedCongestion",unit=""} 0.967
chip_impl_metric{name="cap_violations",unit=""} 0
chip_impl_metric{name="warning_count",unit=""} 41
chip_impl_metric{name="drt_drc_violations_left",unit=""} 0
chip_impl_metric{name="route.vias.total",unit=""} 5218
chip_impl_metric{name="xor_area_frac",unit=""} 0.0587
chip_impl_metric{name="wire_per_inst",unit="um"} 16.8
chip_impl_metric{name="drv_slew",unit=""} 0
chip_impl_metric{name="cp_data_required_time",unit="ns"} 37.12
chip_impl_metric{name="final.min_clock_period",unit="ns"} 26.19
chip_impl_metric{name="use_met2",unit=""} 0.333
chip_impl_metric{name="largest_net_degree_at_the_start_of_global_routing",unit=""} 38
chip_impl_metric{name="yosys_cells",unit=""} 685
chip_impl_metric{name="grt_first_pass_wirelength",unit="mm"} 24.8
chip_impl_metric{name="design.seq.count",unit=""} 0
chip_impl_metric{name="final.clkbuf_count",unit=""} 0
chip_impl_info{name="critPathCaptureType",value="output pin"} 1
chip_impl_metric{name="whs",unit="ns"} 19.72
-- Yosys cell counts (11+ instances only) --
cell type / n / share of area
sky130_fd_sc_hd__o21ai_0: 46 / 0.054
sky130_fd_sc_hd__xnor2_1: 20 / 0.041
sky130_fd_sc_hd__a211oi_1: 19 / 0.033
sky130_fd_sc_hd__nor2_1: 36 / 0.032
sky130_fd_sc_hd__a21o_1: 12 / 0.021
sky130_fd_sc_hd__o211ai_1: 17 / 0.030
sky130_fd_sc_hd__and3_1: 11 / 0.016
sky130_fd_sc_hd__nor2b_1: 11 / 0.016
sky130_fd_sc_hd__nand3_1: 97 / 0.11
sky130_fd_sc_hd__mux2_1: 15 / 0.039
sky130_fd_sc_hd__inv_1: 23 / 0.020
sky130_fd_sc_hd__a21oi_1: 49 / 0.057
sky130_fd_sc_hd__nand2_1: 110 / 0.096
sky130_fd_sc_hd__ha_1: 38 / 0.11
sky130_fd_sc_hd__clkbuf_1: 28 / 0.025
-- power groups by stage --
stage	clock (mW)	sequential (mW)	combinational [mW]
global route	0	0	0.135
CTS	0	0	0.121
finish	0	0	0.122
-- metrics by stage --
step	instances	util	power, mW	cell area (um^2)	setup WS (ns)
2_1_floorplan	685	-	0.0767	4290	22.79
3_3_place_gp	928	0.383	0.121	5340	20.19
3_5_place_dp	928	0.383	0.120	5340	20.25
4_1_cts	928	0.383	0.121	5340	20.21
5_1_grt	928	0.383	0.135	5340	19.65
6_report	928	0.383	0.122	5340	20.21
-- kinds of logic (layout without fill, tap and decap cells) --
group | Yosys count | in the layout
compound gates | 208 | 208
other cells | 1 | 1
mux | 22 | 22
simple gates | 324 | 324
buf+inv | 62 | 125
xor+xnor | 27 | 27
fa+ha+maj | 41 | 41
-- cell type report --
class / instances / area [um^2] / area share
multi-input combinational: 623 / 4030 / 0.755
timing repair buffer: 102 / 998 / 0.187
tap: 180 / 225 / 0.0422
inverter: 23 / 86.3 / 0.0162
-- tightest hold or removal path: stages --
cell                              delay, ns
sky130_fd_sc_hd__clkdlybuf4s50_1       0.48
sky130_fd_sc_hd__a21oi_1               0.19
sky130_fd_sc_hd__xnor2_1               0.10
sky130_fd_sc_hd__clkdlybuf4s50_1       0.40
-- metal layers --
metal | vias up | wire length [um] | part of all wire
li1 | 2665 | - | -
met1 | 2368 | 7980 | 0.51
met2 | 181 | 6580 | 0.42
met3 | 4 | 914 | 0.059
met4 | 0 | 95 | 0.0061
met5 | - | 0 | 0
-- worst min path at each step --
stage	start	end	slack, ns
6_report	a[29]	s[29]	19.72
4_1_cts	a[29]	s[29]	19.72
5_1_grt	a[29]	s[29]	19.80
Power figures rest on the tool's default switching activity, not on a simulated workload.
